===== flow/design.v =====
module alu_riscv(operand_1,operand_2,aluop,out);
input	[31:0]	operand_1,operand_2;
input	[3:0]	aluop;
output reg [31:0] out;
wire 	[31:0] 	addr_in,sub_in,xor_in,or_in,and_in,sll_in,srl_in,sra_in;
wire 		slt_in,sltu_in;
wire signed [31:0] rs_op1;
assign rs_op1 	= 	operand_1;
assign addr_in 	= 	operand_1 + operand_2;
assign sub_in 	= 	operand_1 - operand_2;
assign xor_in 	= 	operand_1 ^ operand_2;
assign or_in 	= 	operand_1 | operand_2;
assign and_in 	= 	operand_1 & operand_2;
assign sll_in	= 	operand_1 << operand_2[4:0];
assign srl_in 	= 	operand_1 >> operand_2[4:0];
assign sra_in 	= 	operand_1 >>> operand_2[4:0];
assign slt_in 	=  	(rs_op1 < operand_2);
assign sltu_in 	= 	(operand_1 < operand_2);
always @(*)
begin
   out = 32'h0000_0000;
   case(aluop)
	4'd0: 	out 	= 	addr_in;
	4'd1: 	out 	= 	sub_in;
	4'd2: 	out 	= 	xor_in;	
	4'd3: 	out 	= 	or_in;	
	4'd4: 	out 	= 	and_in;	
	4'd5: 	out 	= 	sll_in;	
	4'd6: 	out 	= 	srl_in;	
	4'd7: 	out 	= 	sra_in;
	4'd8: 	out 	= 	{31'b0,slt_in};	
	4'd9: 	out 	= 	{31'b0,sltu_in};
   endcase
end
endmodule

===== flow/run.sh =====
#!/bin/bash
# OpenROAD 26Q1-2900-gdf79404cd8, Yosys 0.63+post, stock flow scripts
make -C /OpenROAD-flow-scripts/flow DESIGN_CONFIG=/design/flow/config.mk WORK_HOME=/design/flow/orfs finish

===== flow/config.mk =====
export PLATFORM = sky130hd
export DESIGN_NAME = alu_riscv
export DESIGN_NICKNAME = alu_riscv
export VERILOG_FILES = /design/flow/design.v
export SDC_FILE = /design/flow/constraint.sdc
export NUM_CORES = 4
export LEC_CHECK = 1
export CORE_UTILIZATION = 40

===== flow/constraint.sdc =====
current_design alu_riscv

set clk_period 13.1
set clk_io_pct 0.2

create_clock -name clk0 -period $clk_period

set non_clock_inputs [all_inputs -no_clocks]
set_input_delay [expr $clk_period * $clk_io_pct] -clock clk0 $non_clock_inputs
set_output_delay [expr $clk_period * $clk_io_pct] -clock clk0 [all_outputs]

==> run summary <==
flow finished, numbers: status complete, no violations, Req. time, crit path ~10 ns, Mean Syn Cell Area 6.37 um2, Initial Util 0.411, worst-path fanout max about 68, Hold/Removal Path Class input port to primary output, clock share of power 0, CP arrival about 6.9 ns, Post-Place Cells 1500, setup repair after global routing missed its margin no, post-CTS sizing 0, Area leader share 0.159, flop count 0, Setup Viol. Count Final 0, Die Height 141 um, post-CTS setup buffer count 0, worst hold start operand_2[3], via count 9511, Pwr per Cell Area 44.8 nW/um2, Slowest-stage cell, CP buf_4, core area 18800 um2, via/cell ratio 6.34, Synth top cells by count nor2_1 (143), a21oi_1 (133), o21ai_0 (132), nand2_1 (104), ha_1 (98), largest net degree at the start of global routing 69, Top Family by Delay on Critical Path AND-OR/OR-AND gates, Switching Fraction 0.615, area grow syn2layout 12.6%, Die W roughly 140 um, Flop pwr share 0, Power, Total just under 0.4 mW, critical path launch point operand_2[2], synth unique cells 77, Final Routed Wirelength 36200 um, CP cell instances buf_2 -> buf_4 -> inv_1 -> buf_4 -> ha_1 -> nor2b_1 -> o21ai_0 -> a311oi_1 -> o21ai_1 -> o41ai_2 -> a21oi_1 -> o31ai_1 -> nand2_1 -> a22o_1 -> o311ai_1 -> clkdlybuf4s50_1, DRC viols 0, Inserted Diodes 0, Pre-Repair DR Iteration Count 5, Bufs and invs on worst path 5, max_slew headroom 0.424, Gate Count Post-Synth 1213, Final Critical Period between 9 and 10 ns, TNS Setup 0 ns, top cells by area ha_1 (16%), a21oi_1 (8.6%), o21ai_0 (8.5%), nor2_1 (6.9%), mux2i_1 (6.1%), logic gate share of total power 1.000, post-route clock period utilization 0.730, YS warnings 1, Max Slew Vio Count 0, WS Path Type input port to primary output, FILL cells 2017, post-route insts no fill about 1500, Mapped Area 7730 um2, critical path depth 16, static leakage 3.72 nW, routability cong. 1.04, final hold viol count 0, max frequency 0.105 GHz, Critical Path Start Type input port, WL/cell 24.1 um, count leader, synth nor2_1, hold_buf cts 0, gr ovfl total 0, post-synthesis sequential area ratio 0, Log Warnings 98, final setup margin 3.54 ns, peak supply drop 0.0181 mV, area of the die 19900 um2, dpl hpwl 29100 um, global-route usage over all layers 0.366, pre-CTS WS 3.61 ns, global-route wire length before repair roughly 54000 um, initial detailed-routing violation count 943, port bufs 100, dpl cell area between 8000 and 9000 um2, initial antenna violation count 1, Layout Utilization 0.462, crit path capture type primary output, vias in the first global route 8573, P_int 0.150 mW, total of max-cap violations 0, io pins 100, post-synth top area cell ha_1, clock buf count 0, num rows 50, Final Instance Area 8710 um2, sequential cell area 0 um2, slowest stage delay, CP 0.53 ns, antenna-violating nets left 0, Critical path destination out[30], Worst Hold Slack 6.45 ns, NetSw 0.240 mW, yosys cell count 1213, Worst Max-Slew Pin Slew 0.855 ns, fraction of layout cells with a size suffix above 1 0.0508, Hold Crit Depth 5, most frequent CP cell buf_4, yosys stat area 7730 um2
-- cells in the final DEF, fill, tap and decap left out, types with 9 or more instances in the layout --
cell	count
a22oi_1	30
nor3_1	24
nand2_1	104
o211ai_1	32
nor2_1	143
mux2i_1	47
a31oi_1	15
a21o_1	17
a211oi_1	12
o21ai_0	132
xnor2_1	17
o22ai_1	13
nor2b_1	10
mux2_2	13
nand3_1	19
clkdlybuf4s50_1	96
o31ai_1	9
nand2b_1	15
o21bai_1	11
inv_1	93
a21oi_1	133
buf_4	19
ha_1	98
o221ai_1	12
-- power groups by stage --
stage,clock [mW],sequential (mW),combinational [mW]
final,0,0,0.390
after global routing,0,0,0.421
after CTS,0,0,0.380
-- area by class of cell --
| type | instances | area (um2) | share of cell area |
|---|---|---|---|
| multi-input combinational | 1027 | 6910 | 0.793 |
| timing repair buffer | 118 | 1120 | 0.128 |
| tap | 260 | 325 | 0.0374 |
| inverter | 95 | 357 | 0.0410 |
-- logic make-up after synthesis --
| family | count (synthesis) | synth area share |
|---|---|---|
| mux | 68 | 0.103 |
| fa+ha+maj | 100 | 0.164 |
| xor+xnor | 25 | 0.0283 |
| compound gates | 483 | 0.398 |
| simple gates | 351 | 0.200 |
| buf+inv | 186 | 0.107 |
-- worst min-delay path by stage --
stage	end	slack, ns
finish	out[2]	6.45
global route	out[2]	6.49
CTS	out[2]	6.43
-- per-layer routing --
layer / part of all wire / vias to the layer above / routed length [um] / track usage
met2: 0.41 / 525 / 14700 / 0.521
met1: 0.46 / 4480 / 16800 / 0.569
met4: 0.015 / 0 / 542 / 0.0441
li1: - / 4465 / - / -
met5: 0 / - / 0 / 0
met3: 0.11 / 41 / 4150 / 0.0855
-- worst min-delay path, cell delays in order --
cell and delay, ns:
buf_2 0.10, buf_4 0.30, a21oi_1 0.20, o21ai_0 0.12, clkdlybuf4s50_1 0.44
Power figures rest on the tool's default switching activity, not on a simulated workload.
