File: ./design.v
module reg_file(clk,read_address1,read_address2,write_enable,write_address,write_data,read_data1,read_data2);
parameter ad_width = 5,data_width = 32,reg_depth=32;
input	[ad_width-1:0]	read_address1,read_address2,write_address;
input write_enable,clk;
input	[data_width-1:0]	write_data;
output [data_width-1:0]	read_data1,read_data2;
reg	[ad_width-1:0]	reg_write_addr	[2:0];
reg	[data_width-1:0]	reg_filex	[reg_depth-1:0];
reg [4:0] writing_addr;
reg [31:0] reg_write_data;
wire [ad_width-1:0] inter_addr;
integer i = 0;
initial
begin
reg_filex[0] <= 32'h0000_0000;
for(i=1;i<32;i=i+1)
begin
reg_filex[i] <= 16*i;
end
end
always@(posedge clk)
begin
   if(write_enable)
	begin
	reg_filex[write_address] = write_data;
	reg_filex[0] = 32'h0000_0000;
	end
end
assign read_data1	=	reg_filex[read_address1];
assign read_data2	=	reg_filex[read_address2];
endmodule
File: ./run.sh
#!/bin/bash
# OpenROAD 26Q1-2900-gdf79404cd8, Yosys 0.63+post, stock flow scripts
make -C /OpenROAD-flow-scripts/flow DESIGN_CONFIG=/design/flow/config.mk WORK_HOME=/design/flow/orfs finish
File: ./config.mk
export PLATFORM = sky130hd
export DESIGN_NAME = reg_file
export DESIGN_NICKNAME = reg_file
export VERILOG_FILES = /design/flow/design.v
export SDC_FILE = /design/flow/constraint.sdc
export NUM_CORES = 4
export LEC_CHECK = 1
export CORE_UTILIZATION = 30
File: ./constraint.sdc
current_design reg_file

set clk_period 7.6
set clk_io_pct 0.2

create_clock -name clk0 -period $clk_period [get_ports {clk}]

set non_clock_inputs [all_inputs -no_clocks]
set_input_delay [expr $clk_period * $clk_io_pct] -clock clk0 $non_clock_inputs
set_output_delay [expr $clk_period * $clk_io_pct] -clock clk0 [all_outputs]
==> ci_impl_report.md <==
### Flow metrics

| Metric | Value |
|---|---|
| Yosys Instances | `approximately 3400` |
| CP arrival | `about 4.6 ns` |
| Hold buffers post-CTS | `0` |
| Setup TNS | `0 ns` |
| Total GRT Usage | `0.196` |
| Status | `complete, no violations` |
| Largest type area fraction | `0.612` |
| DP Wirelength | `86000 µm` |
| Final cell count without fillers | `between 5000 and 6000` |
| Yosys warnings | `1` |
| Fin util | `0.348` |
| Iteration tally of the first detailed-router pass | `6` |
| Pwr/cell area | `224 nW/µm²` |
| Min-delay worst type | `reg -> reg` |
| Top Ports | `between 100 and 150` |
| Vias post-DR | `a little over 30000` |
| Post-Syn Area per Cell | `between 10 and 15 µm²` |
| Max Clk Rate | `roughly 160 MHz` |
| Root buffer cell | `clkbuf_16` |
| Vias in the first global route | `approximately 32000` |
| Via density | `approximately 5.4` |
| Largest register FFs | `between 1000 and 1500` |
| DIE HEIGHT | `~400 µm` |
| Die Area | `164000 µm²` |
| Routed WL | `~150000 µm` |
| Drt initial violations | `2098` |
| Final max-slew violation count | `0` |
| Crit start category | `input pin` |
| Regs by FF count | `reg_filex (1024)` |
| Netlist cell types | `24` |
| GRT overflow | `0` |
| Die width | `around 400 µm` |
| Row cnt | `between 100 and 150` |
| CTS sink cnt | `about 1000` |
| H-tree depth | `3` |
| Top cell by count, worst path | `clkdlybuf4s50_1` |
| R2r startpoint | `reg_filex[0][12]` |
| Max VDD drop | `about 0.23 mV` |
| Slew HR | `0.385` |
| Leading post-synthesis cells by cell area | `edfxtp_1 61%, mux2i_1 21%, a22oi_1 3.0%, a22o_1 2.3%, nand3_1 2.0%` |
| Setup violators final | `0` |
| Clock latency (worst-skew pair) | `0.70 ns` |
| Tool warning count | `26` |
| RSZ-0062 raised after global routing | `false` |
| Initial antenna violation count | `11` |
| Max-Cap Viols | `0` |
| Mapped Cells | `around 3400` |
| Hold_ws | `a little under 0.5 ns` |
| Wirelength per Cell | `roughly 27 µm` |
| Worst Path Class, Setup | `in -> out` |
| DRC Markers | `0` |
| CTS tree | `done` |
| Ys flops | `1024` |
| Post-CTS Resized | `0` |
| Total Power | `12.5 mW` |
| Placer Congestion | `between 0.8 and 0.9` |
| Fin. Hold Viols | `0` |
| Cell Area, Synth | `slightly below 50000 µm²` |
| Global-route wire length before repair | `about 220000 µm` |
| Slew @ Worst Pin | `about 0.92 ns` |
| CTS max path bufs | `3` |
| Clock skew | `0 ns` |
| Slowest stage delay, CP | `about 0.72 ns` |
| # port buffers | `112` |
| Slowest stage cell, crit path | `and2_4` |
| Largest reg by FF count | `reg_filex` |
| Layout fillers | `15300` |
| Yosys Chip Area | `around 50000 µm²` |
| Worst-path clk slew | `0.06 ns` |
| Crit. End Element | `output pin` |
| Area Overhead vs Synth | `14.9%` |
| Layout cells sized above 1 | `0.0940` |
| Post-CTS Setup Inserts | `0` |
| Num CTS Buffers | `101` |
| Initial Util | `0.303` |
| Area leader, netlist | `edfxtp_1` |
| Final min period | `6.11 ns` |
| Req. time, crit path | `approximately 6.1 ns` |
| Lkg Pwr | `20.2 nW` |
| CP cell instances | `clkdlybuf4s50_1 -> and2_4 -> buf_12 -> a22o_1 -> nor3_1 -> a31oi_1 -> nand3_1 -> clkdlybuf4s50_1` |
| Worst Setup SP | `read_address1[0]` |
| Crit path max fanout | `38` |
| Core area | `roughly 160000 µm²` |
| Largest net degree at the start of global routing | `81` |
| Hold Startpoint | `reg_filex[0][0]` |
| Post-DRT Antenna Nets | `0` |
| Seq share, synth | `0.625` |
| DP Cell Count | `around 5600` |
| Ratio of final minimum period to clock period | `0.804` |
-- through the flow --
step	area [µm²]	worst slack [ns]
CTS	55900	1.51
global route	55900	1.40
global placement	52500	1.53
floorplan	48700	3.43
detailed placement	52500	1.53
finish	55900	1.49
-- kinds of logic (layout without fill, tap and decap cells) --
group | Yosys count | in the layout | synth area share
other | 0 | 1 | 0
AND-OR/OR-AND | 576 | 576 | 0.0807
flip-flops | 1024 | 1024 | 0.625
AND/OR/NAND/NOR | 540 | 540 | 0.0513
multiplexers | 1024 | 1024 | 0.211
buffers and inverters | 257 | 441 | 0.0319
-- area by class of cell --
class / instances / area, µm² / share of cell area
Clock inverter: 49 / 579 / 0.0104
Clock buffer: 139 / 2770 / 0.0496
Antenna cell: 1 / 2.50 / 0.0000448
Timing Repair Buffer: 253 / 2450 / 0.0438
Tap cell: 2160 / 2700 / 0.0483
Sequential cell: 1024 / 30400 / 0.544
Multi-Input combinational cell: 2140 / 17000 / 0.304
-- per-layer routing --
layer | GRT usage | part of all wire | up-vias
li1 | - | - | 13700
met1 | 0.240 | 0.37 | 15300
met2 | 0.298 | 0.46 | 1629
met3 | 0.115 | 0.14 | 294
met4 | 0.0543 | 0.034 | 18
met5 | 0.00654 | 0.0012 | -
-- final timing paths --
kind,depth (start not counted),slack (ns),endpoint
hold / removal,1,0.48,reg_filex[0][0]
hold reg to reg,1,0.48,reg_filex[0][0]
setup reg to reg,1,7.01,reg_filex[0][12]
setup / recovery,8,1.49,read_data1[6]
-- cells in the mapped netlist --
master	number
a21oi_1	192
a22o_1	128
a22oi_1	192
a31oi_1	64
and2_1	2
buf_1	11
buf_2	64
buf_4	57
buf_6	37
clkbuf_1	84
clkbuf_4	4
dfxtp_1	32
edfxtp_1	992
mux2i_1	1024
nand2_1	195
nand2b_1	4
nand3_1	194
nand3b_1	5
nor2_1	34
nor2b_1	36
nor3_1	64
or2_2	2
or3_1	1
or3b_2	3
-- placed cells by master, fill, tap and decap left out, types with 64 or more instances in the layout --
| master | synthesis | layout |
|---|---|---|
| nor3_1 | 64 | 64 |
| nand3_1 | 194 | 194 |
| clkbuf_16 | 0 | 101 |
| a22oi_1 | 192 | 192 |
| mux2i_1 | 1024 | 1024 |
| a21oi_1 | 192 | 192 |
| clkdlybuf4s50_1 | 0 | 109 |
| edfxtp_1 | 992 | 992 |
| nand2_1 | 195 | 193 |
| a22o_1 | 128 | 128 |
| a31oi_1 | 64 | 64 |
| buf_4 | 57 | 120 |
-- critical path: cells and delay by family --
family                 cells  cell delay (ns)
and+or+nand+nor            3             1.08
buffers and inverters      3             1.49
AOI/OAI and AO/OA          2             0.45
-- where the power goes --
group	leakage, nW	internal [mW]	switching, mW
Clock	1.62	2.87	2.20
Combinational	9.41	0.445	0.718
Sequential	9.19	6.25	0.0257
Total	20.2	9.57	2.94
No activity file was given, so power comes from the tool's default toggle rates.
