## /design/flow/config.mk

```make
export PLATFORM = sky130hd
export DESIGN_NAME = prog_counter
export DESIGN_NICKNAME = prog_counter
export VERILOG_FILES = /design/flow/design.v
export SDC_FILE = /design/flow/constraint.sdc
export NUM_CORES = 4
export LEC_CHECK = 1
export CORE_UTILIZATION = 50
```

## /design/flow/run.sh

```bash
#!/bin/bash
# OpenROAD 26Q1-2900-gdf79404cd8, Yosys 0.63+post, stock flow scripts
make -C /OpenROAD-flow-scripts/flow DESIGN_CONFIG=/design/flow/config.mk WORK_HOME=/design/flow/orfs finish
```

## /design/flow/design.v

```verilog
module prog_counter(clk,jalr_type_in,immbj,stall_in,pc_mux_in,branch_taken_in,ready_in,wrong_predict_in,pc_plus4_in,pc_imm,pc_out);
input [31:0] jalr_type_in,immbj;
input stall_in,pc_mux_in,branch_taken_in,ready_in,wrong_predict_in,clk;
output [31:0] pc_plus4_in,pc_imm;
output reg [31:0] pc_out;
reg [31:0] pc_inter_out,next_pc,pc_mux_out,pc_enter,pc_stall_out,reg_pc;
parameter boot_addr = 32'h0000_0000;
assign pc_plus4_in 	=  pc_enter + 4;
assign pc_imm 		=  pc_enter + immbj;
always@(branch_taken_in or pc_imm or pc_plus4_in)
begin
case(branch_taken_in)
1'b1:next_pc = pc_imm;
1'b0:next_pc = pc_plus4_in;
default:next_pc = pc_plus4_in;
endcase
end 
always@(pc_mux_in or next_pc)
begin
case(pc_mux_in)
1'b1:pc_inter_out = boot_addr;
1'b0:pc_inter_out = next_pc;
default:pc_inter_out = next_pc;
endcase
end 
always@(ready_in or jalr_type_in or pc_inter_out)
begin
if(ready_in)
   pc_mux_out = jalr_type_in;
else
   pc_mux_out = pc_inter_out;
end
always@(stall_in or pc_out or pc_mux_out)
begin
if(stall_in)
   pc_stall_out = pc_out;
else
   pc_stall_out = pc_mux_out;
end
always@(posedge clk)
begin
if(stall_in)
begin
reg_pc <= reg_pc;
end
else
begin
reg_pc <= pc_out;
end
pc_out <= pc_stall_out;
end
always@(wrong_predict_in or reg_pc or pc_out)
begin
if(wrong_predict_in)
   pc_enter = reg_pc;
else
   pc_enter = pc_out;
end
endmodule
module jalr_type_adder(reg_1,imm,jalr_out); 
input [31:0] reg_1,imm;
output [31:0] jalr_out;
wire [31:0] jalr_inter;
assign jalr_inter = reg_1 + imm;
assign jalr_out = {jalr_inter,1'b0};
endmodule
```

## /design/flow/constraint.sdc

```tcl
current_design prog_counter

set clk_period 35.9
set clk_io_pct 0.2

create_clock -name clk0 -period $clk_period [get_ports {clk}]

set non_clock_inputs [all_inputs -no_clocks]
set_input_delay [expr $clk_period * $clk_io_pct] -clock clk0 $non_clock_inputs
set_output_delay [expr $clk_period * $clk_io_pct] -clock clk0 [all_outputs]
```

==> flow_summary.json <==
{
  "worst_setup_path_startpoint": "wrong_predict_in",
  "worstPathArrival_ns": 11.24,
  "ys_flop_type": "sky130_fd_sc_hd__edfxtp_1",
  "fmax_mhz": 54.3,
  "via_per_inst": 6.06,
  "finish.utilization_pct": 70.3,
  "power.share.sequential_pct": 34.0,
  "antenna_left": 0,
  "dpl.hpwl_um": 13600,
  "synth_area_per_cell_sq_um": 9.37,
  "rrSetupSlack_ns": 32.16,
  "synth_chip_area_sq_mm": 0.00549,
  "final_layout_size_suffix_gt1_share_pct": 6.58,
  "timing.max_cap.violations": 0,
  "worstPathCellList": "buf_2 > buf_4 > mux2i_1 > inv_1 > ha_1 > a211oi_1 > o211ai_1 > a31o_2 > a31oi_2 > o21ai_1 > a31o_2 > xnor2_1 > inv_1 > clkdlybuf4s50_1",
  "worstReg2RegStart": "pc_out[2]",
  "antenna-diode-count": 0,
  "count_of_instantiated_cells_in_the_yosys_netlist": 586,
  "r2r_cells": 11,
  "last_element_of_the_critical_path": "pc_imm[17]",
  "regToRegEndpoint": "pc_out[29]",
  "postSynth.asyncResetShare_pct": 0,
  "core_region_area_sq_mm": 0.0105,
  "cts.htree.levels": 3,
  "clock_tree.root_cell": "sky130_fd_sc_hd__clkbuf_8",
  "finalClockSkew_ns": 0.0165,
  "drt_wl_total_um": 17800,
  "sw_frac_of_total_pct": 32.8,
  "dieWidth_um": 107,
  "final_hold_viol_count": 0,
  "port-buffer-count": 165,
  "antenna_found_initial": 0,
  "grt_first_pass_wirelength_um": 27500,
  "die-area_sq_mm": 0.0114,
  "post_cts_hold_buffer_count": 0,
  "hold_class": "flop to flop",
  "share_comb_of_total_power_pct": 44.4,
  "clock_power_share_pct": 21.6,
  "cts_tree": "done",
  "numSynthFlops": 64,
  "cts-buffers-inserted": 9,
  "clock_pin_slew_worst_setup_and_hold_paths_ns": 0.08,
  "avgRoutedWirePerCell_um": 20.2,
  "routabilityCongestion": 0.993,
  "power_report.internal_total_w": 0.000187,
  "cts_resized": 0,
  "critical_path.slowest_cell": "sky130_fd_sc_hd__buf_4",
  "grtUsageTotal_pct": 33.2,
  "cts.path.max_buffers": 2,
  "rsz0062_at_grt": "no",
  "setup_total_negative_slack_ns": 0,
  "worst_setup_path_start_kind": "primary input",
  "grt_pass1_vias": 5114,
  "vias": 5342,
  "worstPathRequired_ns": 28.72,
  "pin_count_of_the_biggest_net_entering_global_routing": 64,
  "power_density_mw_per_mm2": 37.7,
  "syn_inst": 586,
  "areaGrowthSynthToFinish_pct": 34.5,
  "static-leakage-power_nw": 2.96,
  "final-setup-viol-count": 0,
  "yosysWarnings": 1,
  "peakVddDrop_v": 0.0000224,
  "finalMaxSlewViolations": 0,
  "timing_worst_slew_pin_value_ns": 0.922,
  "dr.pass1.iters": 5,
  "core.rowCount": 37,
  "tool_warnings": 26,
  "synthesis.area_sq_mm": 0.00549,
  "timing.max_slew.rel_slack_pct": 38.0,
  "drc": 0,
  "clk-insertion-delay-late_ns": 0.36,
  "yosys.cell_types.count": 67,
  "synth-edff-count": 64,
  "netSwitchingPower_w": 0.0000914,
  "worstSetupEndpointType": "output pin",
  "worst-setup-path-type": "primary input to output pin",
  "gr-total-overflow": 0,
  "floorplan.io_pins": 166,
  "layout_min_cycle_time_ns": 18.42,
  "initialDrtViolationCount": 323,
  "floorplan.core_util_pct": 52.3,
  "number_of_sinks_driven_by_the_clock_tree": 64,
  "status": "finished, final reports clean",
  "post_route_clock_period_utilization_pct": 51.3,
  "seq_area_frac_synth_pct": 35.0,
  "cts_setup_buffers": 0,
  "die_height_um": 107,
  "critical_path_peak_fanout": 56,
  "worst_path_largest_cell_delay_ns": 0.53
}
## cell families (layout without fill, tap and decap cells)
kind of cell,after synthesis,in the layout,share of synthesized area (%)
flops,64,64,35.0
buf+inv,61,220,4.83
xor+xnor,54,54,8.61
fa+ha+maj,33,33,7.65
compound gates,167,167,19.5
simple gates,157,157,15.0
mux,50,50,9.41
## registers in the layout, indices dropped and copies added, names as in the netlist
| name | cells |
|---|---|
| pc_out | 32 |
| reg_pc | 32 |
## per-stage QoR
step / setup slack (ns) / instances / area [sq um] / hold slack (ns) / power [W]
after CTS: 17.64 / 881 / 7390 / 0.487 / 0.000278
final: 17.48 / 881 / 7390 / 0.486 / 0.000278
after floorplan: 18.27 / 586 / 5490 / 0.418 / 0.000155
after global placement: 17.76 / 866 / 7210 / 0.450 / 0.000217
after detailed placement: 17.71 / 866 / 7210 / 0.464 / 0.000217
after global routing: 17.39 / 881 / 7390 / 0.501 / 0.000293
## placed cells by master (no fill, tap or decap), types with 3 or more instances in the layout
master,count
sky130_fd_sc_hd__edfxtp_1,64
sky130_fd_sc_hd__nor2b_1,4
sky130_fd_sc_hd__nor4_1,3
sky130_fd_sc_hd__nand2_1,54
sky130_fd_sc_hd__a21oi_1,44
sky130_fd_sc_hd__mux2i_1,37
sky130_fd_sc_hd__o21ai_1,3
sky130_fd_sc_hd__clkbuf_8,9
sky130_fd_sc_hd__a211oi_1,7
sky130_fd_sc_hd__inv_1,34
sky130_fd_sc_hd__o21ai_0,48
sky130_fd_sc_hd__mux2_2,13
sky130_fd_sc_hd__nand4_1,11
sky130_fd_sc_hd__nor2_1,24
sky130_fd_sc_hd__clkinv_1,3
sky130_fd_sc_hd__o31ai_1,4
sky130_fd_sc_hd__a22oi_1,7
sky130_fd_sc_hd__nand3_1,16
sky130_fd_sc_hd__clkdlybuf4s50_1,164
sky130_fd_sc_hd__buf_4,5
sky130_fd_sc_hd__a21o_1,12
sky130_fd_sc_hd__nor3_1,10
sky130_fd_sc_hd__xnor2_1,42
sky130_fd_sc_hd__and3_1,6
sky130_fd_sc_hd__ha_1,32
sky130_fd_sc_hd__a31oi_1,6
sky130_fd_sc_hd__nand4b_1,3
sky130_fd_sc_hd__or2_2,3
sky130_fd_sc_hd__nand3b_1,6
sky130_fd_sc_hd__xor2_1,12
sky130_fd_sc_hd__o211ai_1,3
sky130_fd_sc_hd__and2_1,5
sky130_fd_sc_hd__o21a_1,3
## critical path: cells and delay by family
kind	cells	cell delay (ns)
fa+ha+maj	1	0.26
xor+xnor	1	0.41
compound gates	6	1.72
mux	1	0.43
buf+inv	5	1.22
## metal layers
metal	vias up	part of all wire [%]	global-route usage, %
li1	2497	-	-
met1	2503	47	56.7
met2	327	41	44.4
met3	15	11	10.0
met4	0	1.2	3.82
met5	-	0	0
## final cells by class
cell class                 count  area, sq um
sequential                    64         1920
fill                         763         3120
inverter                      35          131
clock inverter                 5         48.8
timing repair buffer         170         1680
multi-input combinational    461         3310
clock buffer                  10          128
tap                          136          170
## how the worst min path moves through the flow
stage	start	to	slack, ns	cells after the start
4_1_cts	pc_out[29]	reg_pc[29]	0.49	0
5_1_grt	pc_out[22]	reg_pc[22]	0.50	0
6_report	pc_out[29]	reg_pc[29]	0.49	0
## synth_stat cells, drive strengths merged, types with 5 or more instances
| cell | count | share of area (%) |
|---|---|---|
| buf | 9 | 1.3 |
| and2 | 5 | 0.57 |
| mux2i | 37 | 6.7 |
| nand3 | 17 | 1.6 |
| nor2 | 24 | 1.6 |
| ha | 32 | 7.3 |
| a21o | 12 | 1.6 |
| and3 | 6 | 0.68 |
| xnor2 | 42 | 6.7 |
| nand3b | 8 | 1.5 |
| edfxtp | 64 | 35 |
| a211oi | 7 | 0.96 |
| a21oi | 46 | 4.3 |
| xor2 | 12 | 1.9 |
| nand4 | 12 | 1.5 |
| o21ai | 51 | 4.6 |
| mux2 | 13 | 2.7 |
| nor3 | 11 | 1.1 |
| inv | 35 | 2.4 |
| nand2 | 54 | 3.7 |
| a31oi | 7 | 0.91 |
| a22oi | 8 | 1.2 |
| clkbuf | 17 | 1.2 |
## power by group through the flow
stage                 logic [W]  registers (W)  clock network [W]
after CTS              0.000122      0.0000948          0.0000610
after global routing   0.000135      0.0000956          0.0000632
final                  0.000124      0.0000948          0.0000601
Power figures rest on the tool's default switching activity, not on a simulated workload.
